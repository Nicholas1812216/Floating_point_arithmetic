--- design/flow/run.sh ---
#!/bin/bash
# OpenROAD 26Q1-2900-gdf79404cd8, Yosys 0.63+post, stock flow scripts
make -C /OpenROAD-flow-scripts/flow DESIGN_CONFIG=/design/flow/config.mk WORK_HOME=/design/flow/orfs finish
--- design/flow/config.mk ---
export PLATFORM = sky130hd
export DESIGN_NAME = IEEE_754_to_32_32_fixed_point
export DESIGN_NICKNAME = IEEE_754_to_32_32_fixed_point
export VERILOG_FILES = /design/flow/design.v
export SDC_FILE = /design/flow/constraint.sdc
export NUM_CORES = 4
export LEC_CHECK = 1
export CORE_UTILIZATION = 40
--- design/flow/constraint.sdc ---
current_design IEEE_754_to_32_32_fixed_point

set clk_period 12.6
set clk_io_pct 0.2

create_clock -name clk0 -period $clk_period [get_ports {clk}]

set non_clock_inputs [all_inputs -no_clocks]
set_input_delay [expr $clk_period * $clk_io_pct] -clock clk0 $non_clock_inputs
set_output_delay [expr $clk_period * $clk_io_pct] -clock clk0 [all_outputs]
--- design/flow/design.v ---
`timescale 1ns/1ps
module IEEE_754_to_32_32_fixed_point(  
  input clk,
  input reset,
  input [31:0] IEEE_float,
  output [64:0] fixed_point,
  output done,
  output nan,
  output pos_inf,
  output neg_inf,
  output overflow,
  output underflow
);
parameter IDLE = 0, NAN = 1, ZERO = 2, INF = 3, OVERFLOW = 4, UNDERFLOW = 5,
          E = 6, E_4_INC = 7, E_INC = 8, E_4_DEC = 9, E_DEC = 10, DONE = 11, RST = 12, NEG_POS = 13;
reg [3:0] state = 0;
wire s = IEEE_float[31];
wire [7:0] biased_exponent = IEEE_float[30:23];
wire [22:0] mantissa = IEEE_float [22:0];
wire or_exp = |biased_exponent;
wire and_exp = &biased_exponent;
wire or_mantissa = |mantissa;
wire signed [8:0] exponent = biased_exponent - 8'd127;
reg signed [8:0] exp_reg;
reg s_reg;
reg mantissa_reg;
reg [64:0] fixed_point_reg;
wire less_than_4 = ~(|exp_reg[5:2]);
wire exp_zero = (exp_reg == 0);
wire greater_than_neg_4 = (exp_reg > -4);
always@(posedge clk, posedge reset) begin
  if(reset) begin
    state <= RST;
  end
  else begin
    case(state)
	RST: state <= IDLE;
	IDLE: begin                     
	  if((~or_exp) & (~or_mantissa))
	    state <= ZERO;
      else if((and_exp)&(or_mantissa))
	    state <= NAN;
	  else if(and_exp & (~or_mantissa))
	    state <= INF;		
      else if(exponent > 31)
	    state <= OVERFLOW;
	  else if(exponent < -9)
	    state <= UNDERFLOW;
	  else if(or_exp & (~and_exp))
	    state <= E;
	end
	ZERO: state <= IDLE;
	NAN: state <= IDLE;
	OVERFLOW: state <= IDLE;
	UNDERFLOW: state <= IDLE;
	INF: state <= IDLE;
	E: begin
	  if(exp_reg[8])
	    state <= E_4_INC;
	  if(~exp_reg[8])
	    state <= E_4_DEC;
	end
    E_4_DEC: if(less_than_4) state <= E_DEC;
	E_DEC : if(exp_zero) state <= NEG_POS;
	E_4_INC: if(greater_than_neg_4) state <= E_INC;
	E_INC: if(exp_zero) state <= NEG_POS;
	NEG_POS: state <= DONE;	
	DONE: state <= IDLE;
	default: state <= RST;
	endcase
  end
end
always@(posedge clk) begin
  if(state == IDLE) s_reg <= s;
  case(state) 
    IDLE: begin
	  exp_reg <= exponent;
	  fixed_point_reg <= ((~or_exp) & (~or_mantissa)) ? {33'b0,mantissa,9'b0} : {33'b1,mantissa,9'b0};
	end
	E_4_DEC: begin
	  if(~less_than_4) begin
	    exp_reg <= exp_reg - 4;
		fixed_point_reg <= fixed_point_reg << 4; 
	  end
	end
	E_DEC: begin
	  if(~exp_zero) begin
	    exp_reg <= exp_reg - 1;
		fixed_point_reg <= fixed_point_reg << 1;
	  end
	end
	E_4_INC: begin
	  if(~greater_than_neg_4) begin
	    exp_reg <= exp_reg + 4;
		fixed_point_reg <= fixed_point_reg >> 4; 
	  end
	end
	E_INC: begin
	  if(~exp_zero) begin
	    exp_reg <= exp_reg + 1;
		fixed_point_reg <= fixed_point_reg >> 1;
	  end
	end	
	NEG_POS: begin
	  if(s_reg) fixed_point_reg <= ~fixed_point_reg + 1;
	end
  endcase
end
assign done = (state == ZERO) | (state == NAN) | (state == OVERFLOW) | (state == UNDERFLOW) | (state == DONE) | (state == INF);
assign nan       = (state == NAN);
assign pos_inf   = (state == INF) & (~s_reg);
assign neg_inf   = (state == INF) & s_reg;
assign overflow  = (state == OVERFLOW);
assign underflow = (state == UNDERFLOW);
assign fixed_point = fixed_point_reg;
endmodule
==> results_dict.tcl <==
# place-and-route summary
set metrics [dict create \
    clockBufferDepth 2 \
    cts_tree "built" \
    grt_max_degree 62 \
    status "completed" \
    ys_sh_mux 0.0109 \
    hold_violations 0 \
    drv_slew 0 \
    grt_pass1_vias 6552 \
    path_class "reg -> out" \
    timing.rr.start "state[0]" \
    port_buffers 104 \
    ff_type "edfxtp_1" \
    path_clk_slew_ps 60 \
    cellPowerDensity_mw_per_mm2 212 \
    initial_utilization 0.416 \
    diodes 0 \
    critPathRequiredTime_ps 10080 \
    dieArea_mm2 0.0180 \
    xor_share 0.0877 \
    pre_cts_ws_ps 7670 \
    netlist_top_cells_count "116 x nand2_1, 75 x edfxtp_1, 70 x clkbuf_1, 63 x a222oi_1, 53 x xnor2_1" \
    gp_congestion 0.905 \
    netlist_area_mm2 0.00699 \
    top_logic_kind "simple AND/OR/NAND/NOR gates" \
    synth-simple-area-share 0.238 \
    setup_violations 0 \
    dp_hpwl_um 14600 \
    rsz0062_at_grt "false" \
    holdWs_ps 639 \
    cts_resized 0 \
    yosysChipArea_mm2 0.00699 \
    worstPathMaxFanout 20 \
    ys_warn_count 1 \
    numClockSinks 79 \
    grt_antenna_before_repair 0 \
    area_growth_pct 19.2 \
    postCtsSetupBuffers 0 \
    post-route-util 0.495 \
    routedWlPerCell_um 20.7 \
    synth_area_leader_cell "edfxtp_1" \
    core_mm2 0.0168 \
    grt_usage 0.255 \
    cts_made_buffers 9 \
    synth-adder-area-share 0.0344 \
    firstDrtPassIters 12 \
    dr.first_iter.drc_count 985 \
    routed_wl_um 22300 \
    finalPower_mw 1.76 \
    drc 0 \
    p_leak_nw 2.74 \
    fp.dieH_um 134 \
    fmax_ghz 0.216 \
    hold_depth 2 \
    area_leaders "edfxtp_1 32%, a222oi_1 9.0%, xnor2_1 6.6%, nand2_1 6.2%, clkbuf_1 3.8%" \
    crit_start "state[0]" \
    worst_pin_slew_ps 952 \
    syn_avg_cell_area_um2 8.59 \
    fin_skew_ps 9.04 \
    warnings 27 \
    synth_cell_types 68 \
    relSlewSlack 0.361 \
    cts_root_buf "clkbuf_16" \
    num_rows 47 \
    async_reset_ff_frac 0.0506 \
    edf_count 75 \
    max_cap_violations 0 \
    postCtsHoldBufs 0 \
    ys_seq_share 0.337 \
    ir_worst_vdd_uv 78.8 \
    synthAoiAreaFrac 0.233 \
    critPathArrivalTime_ps 2110 \
    synth_dominant_cell_count "nand2_1" \
    pin_count 105 \
    setup_ws_ps 7970 \
    ant_nets 0 \
    hold_path_class "reg -> reg" \
    cp-start-kind "flip-flop" \
    ys_ff 79 \
    die_width_um 134 \
    grt_pass1_wl_um 35500 \
    dr_total_vias 7005 \
    timing.final.crit_period_ps 4630 \
    overflow 0 \
    largest_register_ffs 65 \
    cp-end-kind "primary output" \
    r2r_cells 10 \
    htree_levels 3 \
    fin_setup_tns_ps 0 \
    fin_crit_sh 0.368 \
    hp-start "state[3]" \
    top_cell_area_share 0.322 \
    via_per_inst 6.49 \
    drive_gt1_frac 0.0582 \
    ys_cells 814 \
    synthesis.instances 814 \
    clk_latency_ps 340 \
]
-- worst max-delay path, cell delays in order (launching register included) --
cell             delay [ps]
dfrtp_1                 790
nand2b_1                270
nor3_1                  220
clkdlybuf4s50_1         490
-- where the power goes --
part	total [mW]	internal [mW]	switching [mW]
sequential	0.795	0.478	0.317
combinational	0.711	0.393	0.317
clock	0.258	0.151	0.107
-- per-layer routing --
layer,global-route usage,wire (um)
met1,0.395,9560
met2,0.388,10500
met3,0.0482,1980
met4,0.0481,269
met5,0,0
-- area by class of cell --
| class | count | area, um^2 |
|---|---|---|
| clock inverters | 5 | 50.0 |
| flip-flops and latches | 79 | 2350 |
| multi-input cells | 634 | 4240 |
| well taps | 220 | 275 |
| inverters | 17 | 63.8 |
| fillers | 1561 | 8490 |
| repair buffers | 114 | 1120 |
| clock buffers | 10 | 229 |
-- placed cells by master (no fill, tap or decap), types with 11 or more instances in the layout --
master and count:
clkdlybuf4s50_1 104, o211ai_1 32, nand3_1 27, a21oi_1 29
xnor2_1 53, xor2_1 17, nand2_1 116, nor4_1 19
nor2_1 49, a222oi_1 63, ha_1 16, edfxtp_1 75
o21ai_0 37, nor3_1 23, inv_1 15, nand4_1 11
or3_1 15
-- final timing paths --
kind / to / slack [ps]
worst max-delay path: nan / 7970
worst min-delay path: state[3] / 640
worst max register to register: exp_reg[8] / 8740
worst min register to register: state[3] / 640
max in group asynchronous: state[2] / 9990
min in group asynchronous: state[1] / 2370
-- stage by stage --
step	area (um^2)	std cells
after floorplan	6990	814
after global placement	8050	1064
after detailed placement	8050	1064
after CTS	8330	1079
after global routing	8330	1079
final	8330	1079
-- cells by family (layout without fill, tap and decap cells) --
group	Yosys count	count (layout)
AOI/OAI and AO/OA	213	213
xor gates and xnor gates	70	70
adders and majority gates	18	18
buffers and inverters	101	146
DFF	79	79
muxes	7	7
and+or+nand+nor	326	326
Power figures rest on the tool's default switching activity, not on a simulated workload.
